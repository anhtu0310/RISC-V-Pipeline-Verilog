`config.mk`:
```
export PLATFORM = sky130hd
export DESIGN_NAME = reg_file
export DESIGN_NICKNAME = reg_file
export VERILOG_FILES = /design/flow/design.v
export SDC_FILE = /design/flow/constraint.sdc
export NUM_CORES = 4
export LEC_CHECK = 1
export CORE_UTILIZATION = 40
```
`design.v`:
```
module reg_file (
  input   wire          clk,
  input   wire          rst_n,
  input   wire [4:0]    rs1_addr,
  input   wire [4:0]    rs2_addr,
  input   wire [4:0]    rd_addr,
  input   wire          wr_en,
  input   wire [31:0]   data_in,
  output  wire [31:0]   rs1_out,
  output  wire [31:0]   rs2_out
);  
  reg [31:0] regfile [31:0];	
  assign rs1_out = rs1_addr ? ((rs1_addr == rd_addr) && wr_en) ? data_in :regfile[rs1_addr] : 32'h0;
  assign rs2_out = rs2_addr ? ((rs2_addr == rd_addr) && wr_en) ? data_in :regfile[rs2_addr] : 32'h0;
  integer i;
  always @(posedge clk or negedge rst_n)
    begin
      if(~rst_n)
        for (i = 0; i < 32; i = i + 1) 
          regfile [i] = 32'h0; 
      else
        if (wr_en)
            regfile[rd_addr] =  data_in;
    end
endmodule
```
`constraint.sdc`:
```
current_design reg_file

set clk_period 14.9
set clk_io_pct 0.2

create_clock -name clk0 -period $clk_period [get_ports {clk}]

set non_clock_inputs [all_inputs -no_clocks]
set_input_delay [expr $clk_period * $clk_io_pct] -clock clk0 $non_clock_inputs
set_output_delay [expr $clk_period * $clk_io_pct] -clock clk0 [all_outputs]
```
`run.sh`:
```
#!/bin/bash
# OpenROAD 26Q1-2900-gdf79404cd8, Yosys 0.63+post, stock flow scripts
make -C /OpenROAD-flow-scripts/flow DESIGN_CONFIG=/design/flow/config.mk WORK_HOME=/design/flow/orfs finish
```
==> results_dict.tcl <==
# place-and-route summary
set metrics [dict create \
    startpoint_type "input port" \
    post_cts_resized 0 \
    root_buffer "clkbuf_16" \
    hold_end "regfile[30][15]" \
    ys_warn_count 2 \
    top_cells_by_area "dfrtp_1, mux2_2, a22oi_1" \
    routed_wl_um 285000 \
    fmax_ghz 0.0906 \
    seq_area_frac_synth_pct 48.5 \
    hpwlAfterDp_um 175000 \
    crit_path_end_kind "output port" \
    cellPowerDensity_nw_per_um2 135 \
    cts_num_sinks 992 \
    grt_max_degree 122 \
    vdd_ir_drop_max_v 0.000101 \
    drive_above_1_share_pct 35.4 \
    vias_per_cell 7.52 \
    synthToLayoutAreaGrowth_pct 14.2 \
    io_buffers 113 \
    drc 0 \
    period_needed_ns 11.04 \
    place.gp.congestion 1.11 \
    grt_first_pass_wirelength_um 386000 \
    fp_util_pct 40.5 \
    clk_pin_slew_ns 0.07 \
    rsz0062_at_grt "no" \
    maxCapViolCount 0 \
    hp-class "register to register" \
    r2r_slack_ns 13.99 \
    largest_reg_flops 992 \
    rows 130 \
    drt-initial-drc-count 6508 \
    firstDrtPassIters 10 \
    setup_tns_ns 0 \
    cp_data_required_time_ns 11.92 \
    fin_crit_sh_pct 74.1 \
    ys_cells 4340 \
    crit_type "input port to output port" \
    cts_hold_buf 0 \
    drtAntennaViolNets 0 \
    combGateArea_um2 24900 \
    vias 46081 \
    async_reset_ff_share_pct 100 \
    edf_count 0 \
    finalClockSkew_ns 0 \
    hold_ws_ns 0.532 \
    ios 114 \
    grt_pass1_vias 44814 \
    grt_usage_pct 45.4 \
    cts_tree "built" \
    ff_latch_area_um2 24800 \
    synth_chip_area_um2 51200 \
    worstPathArrival_ns 8.06 \
    die_w_um 360 \
    synthesis.area_um2 51200 \
    synth_flops 992 \
    setup_viol_count_final 0 \
    insertion_delay_ns 0.74 \
    die_y_um 360 \
    warnings 35 \
    worst_pin_slew_ns 1.14 \
    place_area_um2 54700 \
    hold_depth 1 \
    fin_area_um2 58500 \
    core_area_um2 126000 \
    cts_buffer_depth 3 \
    rr_startpoint "regfile[4][22]" \
    slew_viol_final 0 \
    slew_headroom_pct 23.6 \
    synth_cell_type_count 78 \
    largest_area_cell "dfrtp_1" \
    ff2ff_path_depth 1 \
    netlist_instances 4340 \
    wl_per_cell_um 46.4 \
    syn_area_per_cell_um2 11.8 \
    htreeDepth 3 \
    cp_max_fo 24 \
    antenna_found_initial 22 \
    nFillCells 11309 \
    hold_violations 0 \
    leakagePower_nw 25.0 \
    cts_setup_buffers 0 \
    cts_inserted_buffers 109 \
    r2r-end "regfile[4][22]" \
    flop_cell "dfrtp_1" \
    hp-start "regfile[30][15]" \
    dieArea_um2 130000 \
    synth_top_area_share_pct 48.5 \
    gr-total-overflow 0 \
    status "finished clean" \
]
==> stage by stage <==
stage | util, % | instances | total power, mW | setup WS, ns
6_report | 46.3 | 6130 | 7.92 | 3.86
3_3_place_gp | 43.3 | 5905 | 4.97 | 4.29
3_5_place_dp | 43.3 | 5905 | 4.98 | 4.35
4_1_cts | 46.3 | 6104 | 7.86 | 4.34
2_1_floorplan | - | 4340 | 4.29 | 7.44
5_1_grt | 46.3 | 6109 | 8.12 | 4.18
==> layout by cell type, fill, tap and decap left out, types with 16 or more instances in the layout <==
cell,netlist,layout
a22oi_1,688,688
a222oi_1,21,21
a2111oi_0,16,16
clkinv_2,0,18
a221oi_1,18,18
a32oi_1,31,31
nor2_1,102,66
mux2i_1,71,71
o21ai_0,73,73
nand4_1,122,122
buf_4,21,232
nor3_1,66,63
and3_1,32,32
dfrtp_1,992,992
clkbuf_16,0,111
a21oi_1,90,90
clkdlybuf4s50_1,0,102
nand2_1,163,151
nand3_1,51,45
clkbuf_8,0,18
mux2_2,1017,1017
nor2_4,6,65
diode_2,0,26
clkbuf_1,169,18
a22o_1,60,60
nor4_1,30,30
nor2b_1,25,18
==> cell families (layout without fill, tap and decap cells) <==
kind of cell / Yosys count / in the layout / synth area share, %
DFF: 992 / 992 / 48.5
and+or+nand+nor: 714 / 714 / 7.52
xor gates and xnor gates: 10 / 10 / 0.171
AOI/OAI and AO/OA: 1086 / 1086 / 15.7
buffers and inverters: 435 / 549 / 4.02
other: 0 / 26 / 0
muxes: 1103 / 1103 / 24.1
==> layout make-up <==
type | count | share of cell area, %
timing repair buffer | 345 | 4.88
sequential | 992 | 42.4
clock inverter | 52 | 1.17
multi-input combinational | 2913 | 42.6
antenna | 26 | 0.111
clock buffer | 147 | 5.28
tap | 1650 | 3.53
inverter | 5 | 0.0321
==> critical path, cell delays in order <==
cell and delay [ns]:
buf_4 0.41, buf_4 0.48, buf_4 0.47, nand3b_1 0.65, nor2_4 1.05, buf_4 0.51, a22oi_1 0.19, nand4_1 0.16
nor3_1 0.06, a21oi_1 0.47, clkdlybuf4s50_1 0.57
==> cells in the mapped netlist, types with 25 or more instances <==
library cell	n
o21ai_0	73
dfrtp_1	992
and3_1	32
buf_2	224
nand2_1	163
nor2b_1	25
mux2i_1	71
a32oi_1	31
nor2_2	25
nor2_1	102
nor3_1	66
nand3_1	51
mux2_2	1017
a21oi_1	90
a22o_1	60
clkbuf_1	169
nand4_1	122
nor4_1	30
a22oi_1	688
==> report_power, final <==
part,internal (mW),switching (mW)
clock network,1.67,1.23
logic,0.626,0.611
registers,3.22,0.566
total,5.51,2.41
==> metal layers <==
metal	GRT usage, %	part of all wire (%)	wire length (um)	up-vias
li1	-	-	-	16859
met1	55.5	35	98200	23011
met2	57.5	39	110000	4580
met3	32.0	18	51700	1592
met4	27.5	8.3	23700	39
met5	6.62	0.38	1090	-
==> worst max-delay path by stage <==
stage	from	endpoint	slack (ns)	depth (start not counted)
global route	rs2_addr[2]	rs2_out[10]	4.18	11
finish	rs2_addr[2]	rs2_out[10]	3.86	11
CTS	rs2_addr[2]	rs2_out[10]	4.34	11
Power is estimated from default activity; no workload was simulated.
