==> /design/flow/design.v <==
module instr_mem_old (
    input  wire rst_n,
    input  wire [31:0] instr_addr,
    output wire [31:0] instr_out
);
    reg [31:0] intruction_memory [255:0];
    assign instr_out = intruction_memory[instr_addr];
    always @(negedge rst_n) begin
        intruction_memory[0] = 32'h04000513;
        intruction_memory[1] = 32'h00f00593;
        intruction_memory[2] = 32'h00b506b3;
        intruction_memory[3] = 32'h40a58733;
        intruction_memory[4] = 32'h00e6a7b3;
        intruction_memory[5] = 32'h00d627b3;
        intruction_memory[6] = 32'h00b6a793;
        intruction_memory[7] = 32'h00373793;
        intruction_memory[8] = 32'hfffff7b7;
        intruction_memory[9] = 32'h0000d817;
    end
endmodule
module instr_mem #(parameter program = "program.mem")(
    input  wire [31:0] instr_addr,
    output wire [31:0] instr_out
);
    reg [7:0] intr_mem [255:0]; 
    initial $readmemh(program, intr_mem);
    assign instr_out = {intr_mem[instr_addr+3],intr_mem[instr_addr+2],intr_mem[instr_addr+1],intr_mem[instr_addr]};
endmodule
==> /design/flow/run.sh <==
#!/bin/bash
# OpenROAD 26Q1-2900-gdf79404cd8, Yosys 0.63+post, stock flow scripts
make -C /OpenROAD-flow-scripts/flow DESIGN_CONFIG=/design/flow/config.mk WORK_HOME=/design/flow/orfs finish
==> /design/flow/config.mk <==
export PLATFORM = sky130hd
export DESIGN_NAME = instr_mem_old
export DESIGN_NICKNAME = instr_mem_old
export VERILOG_FILES = /design/flow/design.v
export SDC_FILE = /design/flow/constraint.sdc
export NUM_CORES = 4
export LEC_CHECK = 1
export CORE_AREA = 10 10 70 70
export DIE_AREA = 0 0 80 80
==> /design/flow/constraint.sdc <==
current_design instr_mem_old

set clk_period 3.6
set clk_io_pct 0.2

create_clock -name clk0 -period $clk_period [get_ports {rst_n}]

set non_clock_inputs [all_inputs -no_clocks]
set_input_delay [expr $clk_period * $clk_io_pct] -clock clk0 $non_clock_inputs
set_output_delay [expr $clk_period * $clk_io_pct] -clock clk0 [all_outputs]
==> flow_metrics.tcl <==
# flow metrics
set metrics [dict create \
    run_status "finished, final reports clean" \
    grt_antenna_before_repair 0 \
    chip_area_sq_mm 0.00640 \
    combinationalPowerShare 1.000 \
    post_synth_instance_area_sq_um 455 \
    synth.top_cells.by_area "sky130_fd_sc_hd__buf_4, sky130_fd_sc_hd__a21oi_1, sky130_fd_sc_hd__nor3b_1" \
    number_of_setup_violations_in_the_final_report 0 \
    yosys.area_share.simple 0.324 \
    floorplan.initialDensity 0.133 \
    synth-xor-area-share 0 \
    cell_internal_pwr_mw 0.0232 \
    max_freq_ghz 0.294 \
    floorplan.core_area_sq_mm 0.00342 \
    yosys.stat.chipArea_sq_um 455 \
    critical_path.startpoint_type "input port" \
    grt_usage 0.0446 \
    peakVddDrop_mv 0.0128 \
    finalWorstSetupSlack_ns 0.194 \
    rsz_0062_raised_after_global_routing "no" \
    netlist.area_leader.share 0.231 \
    maxCapViolations 0 \
    clock_buffer_count 0 \
    worstMarginPinSlew_ns 0.603 \
    rows 21 \
    num-fill-cells 388 \
    place_hpwl_microns 1420 \
    average_routed_wire_per_standard_cell_microns 11.8 \
    detail_route.iter0.violations 50 \
    hold_viol 0 \
    worst_ep_arrival_time_ns 2.69 \
    tool_warnings 52 \
    pre_cts_slack_ns 0.0146 \
    finalWeightedCongestion 0.839 \
    synth-adder-area-share 0 \
    post_route_cells_drive_above_1_share 0.0816 \
    synthCells 76 \
    io_pins 65 \
    detail_route.antenna_diodes 0 \
    total_of_warnings_raised_by_yosys 7874 \
    worstSetupEndpointType "output port" \
    final_antenna_net_count 0 \
    n_sequential_cell 0 \
    area_growth_pct 69.5 \
    dr.pass1.iters 4 \
    synthTopLogicFamily "buffers and inverters" \
    vias_per_cell 3.98 \
    port_buffers 35 \
    dr_wl_met2_microns 730 \
    grt_first_pass_wirelength_microns 2380 \
    worstSetupPathType "input port to output port" \
    met3WireLength_microns 261 \
    finalNonFillerCells 144 \
    synth_compound_gate_area_share 0.321 \
    top_area_cell "sky130_fd_sc_hd__buf_4" \
    top_signal_layer_used "met3" \
    fin_setup_tns_ns 0 \
    finalMaxSlewViolations 0 \
    highest_fanout_seen_on_the_critical_path 10 \
    time_the_final_worst_path_needs_with_i_o_delays_and_setup_ns 3.41 \
    dp.cells 144 \
    synth_area_per_cell_sq_um 5.99 \
    max_slew_margin 0.594 \
    pwr_density_cell_mw_per_mm2 58.4 \
    total_leakage_power_nw 0.261 \
    post_cts_buffers 0 \
    grt_max_degree 17 \
    post-route-drc-count 0 \
    route.vias.total 573 \
    ys_cells 76 \
    via_count_of_the_first_global_routing_pass 485 \
    remaining_global_route_overflow 0 \
    period_used_share 0.946 \
    ys_seq_frac 0 \
    p_sw_frac 0.484 \
    die_h_microns 80 \
    cp.required_ns 2.88 \
    common_cells "sky130_fd_sc_hd__buf_4, sky130_fd_sc_hd__a21oi_1, sky130_fd_sc_hd__nand2_1, sky130_fd_sc_hd__nor2_1" \
    sequential_cell_area_sq_um 0 \
    die_wd_microns 80 \
    synthDistinctLibCells 29 \
    routedLengthMet1_microns 704 \
    combGateArea_sq_um 319 \
    top_cell "sky130_fd_sc_hd__buf_4" \
    mux_share_of_post_synthesis_cell_area 0 \
    hold_class "input port to output port" \
    share_seq_of_total_power 0 \
    routed_wirelength_microns 1700 \
    clkPwrFrac 0 \
    total_net_switching_power_mw 0.0218 \
]
-- power groups by stage --
| stage | sequential (mW) | clock, mW | combinational, mW |
|---|---|---|---|
| CTS | 0 | 0 | 0.0448 |
| global route | 0 | 0 | 0.0498 |
| finish | 0 | 0 | 0.0451 |
-- per-stage QoR --
stage | utilization | hold slack [ns] | area [sq um] | power, mW
after floorplan | - | 1.56 | 467 | 0.0260
after global placement | 0.224 | 2.51 | 766 | 0.0438
after detailed placement | 0.224 | 2.51 | 766 | 0.0446
after CTS | 0.224 | 2.52 | 766 | 0.0448
after global routing | 0.226 | 2.58 | 772 | 0.0498
final | 0.226 | 2.51 | 772 | 0.0451
-- cell type report --
type                       count  area share
tap                           46      0.0746
timing repair buffer          39       0.493
inverter                       4      0.0194
multi-input combinational     55       0.413
-- placed cells by master, fill, tap and decap left out --
cell | Yosys | routed
sky130_fd_sc_hd__o211ai_1 | 1 | 1
sky130_fd_sc_hd__o21ai_0 | 3 | 3
sky130_fd_sc_hd__nor3b_1 | 3 | 3
sky130_fd_sc_hd__nand2b_1 | 1 | 1
sky130_fd_sc_hd__o31ai_1 | 1 | 1
sky130_fd_sc_hd__clkdlybuf4s50_1 | 0 | 35
sky130_fd_sc_hd__nand2_1 | 5 | 5
sky130_fd_sc_hd__a21o_1 | 1 | 1
sky130_fd_sc_hd__o311a_1 | 1 | 1
sky130_fd_sc_hd__or4_4 | 0 | 1
sky130_fd_sc_hd__a21o_2 | 1 | 1
sky130_fd_sc_hd__nor2_2 | 0 | 1
sky130_fd_sc_hd__inv_1 | 4 | 4
sky130_fd_sc_hd__nand3_1 | 1 | 1
sky130_fd_sc_hd__or3_1 | 1 | 1
sky130_fd_sc_hd__a31oi_1 | 2 | 2
sky130_fd_sc_hd__a211o_1 | 1 | 1
sky130_fd_sc_hd__nor2b_1 | 3 | 3
sky130_fd_sc_hd__nor2_1 | 5 | 4
sky130_fd_sc_hd__buf_4 | 14 | 4
sky130_fd_sc_hd__o2111a_1 | 1 | 1
sky130_fd_sc_hd__nor4_1 | 1 | 1
sky130_fd_sc_hd__a21oi_1 | 10 | 10
sky130_fd_sc_hd__or3b_2 | 1 | 1
sky130_fd_sc_hd__nor3_1 | 4 | 4
sky130_fd_sc_hd__and3b_1 | 1 | 1
sky130_fd_sc_hd__a22oi_1 | 1 | 1
sky130_fd_sc_hd__conb_1 | 2 | 5
-- path summary, 6_finish.rpt --
check	from	to	slack, ns	depth (start not counted)
setup / recovery	instr_addr[2]	instr_out[19]	0.19	5
hold / removal	instr_addr[6]	instr_out[22]	2.51	5
-- per-layer routing --
metal | up-vias | track usage
li1 | 293 | -
met1 | 248 | 0.0613
met2 | 32 | 0.0714
met3 | 0 | 0.0125
met4 | 0 | 0
met5 | - | 0
-- repair_timing --
action / CTS / global route
hold buffers: 0 / 0
setup endpoints to repair: 0 / 8
gates resized: 0 / 2
-- worst max-delay path, cell delays in order --
cell and delay [ns]:
sky130_fd_sc_hd__clkdlybuf4s50_1 0.59, sky130_fd_sc_hd__nor3b_1 0.38, sky130_fd_sc_hd__nand2_1 0.23, sky130_fd_sc_hd__nor2_2 0.25
sky130_fd_sc_hd__clkdlybuf4s50_1 0.52
-- cell families (layout without fill, tap and decap cells) --
kind of cell | Yosys count | in the layout
other | 2 | 5
AND/OR/NAND/NOR | 27 | 27
AND-OR/OR-AND | 23 | 23
buffers and inverters | 24 | 43
Power and IR drop assume default switching activity.
